--- design.v ---
module var7
(
    input  clock,
    input  reset_n,
    input  enable,
    input  [1:0]a,
    output reg [1:0]y
);
    parameter [1:0] S0 = 2'b00, S1 = 2'b01, S2 = 2'b10, S3 = 2'b11;
	 parameter [1:0] A0 = 2'b00, A1 = 2'b01, A2 = 2'b10, A3 = 2'b11;
	 parameter [1:0] Y0 = 2'b00, Y1 = 2'b01, Y2 = 2'b10, Y3 = 2'b11;
    reg [1:0] state, next_state;
    always @ (posedge clock or negedge reset_n)
        if (! reset_n)
            state <= S0;
        else if (enable)
            state <= next_state;
    always @*
        case (state)
        S0:
            case (a)
				A0:
					next_state = S1;
				A1:
					next_state = S2;
				A2:
					next_state = S3;
				A3:
					next_state = S1;
				default:
					next_state = S0;
				endcase
        S1:
            case (a)
				A0:
					next_state = S1;
				A1:
					next_state = S2;
				A2:
					next_state = S2;
				A3:
					next_state = S0;
				default:
					next_state = S0;
				endcase
        S2:
            case (a)
				A0:
					next_state = S1;
				A1:
					next_state = S3;
				A2:
					next_state = S1;
				A3:
					next_state = S2;
				default:
					next_state = S0;
				endcase
        S3:
            case (a)
				A0:
					next_state = S3;
				A1:
					next_state = S2;
				A2:
					next_state = S3;
				A3:
					next_state = S2;
				default:
					next_state = S0;
				endcase
        default:
            next_state = S0;
        endcase
    always @ (posedge clock or negedge reset_n)
    begin
        if (! reset_n)
            y <= Y0;
        else if (enable)
        begin
			  case (state)
			  S0:
					case (a)
					A0:
						y <= Y2;
					A1:
						y <= Y0;
					A2:
						y <= Y2;
					A3:
						y <= Y0;
					default:
						y <= Y0;
					endcase
			  S1:
					case (a)
					A0:
						y <= Y1;
					A1:
						y <= Y2;
					A2:
						y <= Y0;
					A3:
						y <= Y0;
					default:
						y <= Y0;
					endcase
			  S2:
					case (a)
					A0:
						y <= Y3;
					A1:
						y <= Y2;
					A2:
						y <= Y0;
					A3:
						y <= Y2;
					default:
						y <= Y0;
					endcase
			  S3:
					case (a)
					A0:
						y <= Y3;
					A1:
						y <= Y1;
					A2:
						y <= Y0;
					A3:
						y <= Y3;
					default:
						y <= Y0;
					endcase
			  default:
					y <= Y0;
			  endcase
        end
    end
endmodule
--- run.sh ---
#!/bin/bash
# OpenROAD 26Q1-2900-gdf79404cd8, Yosys 0.63+post, stock flow scripts
make -C /OpenROAD-flow-scripts/flow DESIGN_CONFIG=/design/flow/config.mk WORK_HOME=/design/flow/orfs finish
--- config.mk ---
export PLATFORM = sky130hd
export DESIGN_NAME = var7
export DESIGN_NICKNAME = var7
export VERILOG_FILES = /design/flow/design.v
export SDC_FILE = /design/flow/constraint.sdc
export NUM_CORES = 4
export LEC_CHECK = 1
export CORE_AREA = 10 10 70 70
export DIE_AREA = 0 0 80 80
--- constraint.sdc ---
current_design var7

set clk_period 1.6
set clk_io_pct 0.2

create_clock -name clk0 -period $clk_period [get_ports {clock}]

set non_clock_inputs [all_inputs -no_clocks]
set_input_delay [expr $clk_period * $clk_io_pct] -clock clk0 $non_clock_inputs
set_output_delay [expr $clk_period * $clk_io_pct] -clock clk0 [all_outputs]
==> out/qor.csv <==
metric,value,unit
grt_max_degree,9,
skew,0.00650,ns
vias_per_cell,3.35,
worst_ep_arrival_time,1.66,ns
ant_nets,0,
synth_area,390,sq um
hold_ws,0.303,ns
min_path_type,in2async,
drtPass1Iterations,4,
tightest_slew,0.341,ns
finalPower,597,uW
yosysChipArea,390,sq um
dp.cells,98,
final-hold-violation-count,0,
clockBufferDepth,2,
cts-root-buf,clkbuf_4,
common_cells,"inv_1 (7), dfrtp_1 (5), ha_1 (5), o21ai_0 (5), nor2_1 (3)",
cp_max_fo,3,
overflow,0,
postSynthCellCount,43,
crit_type,in2reg,
initial_core_util,11.4,%
edf_count,0,
ctsResizeCount,0,
die_h,80,um
ir_drop,0.264,mV
yosys_warnings,1,
fin_crit_sh,96.3,%
min_period,1.54,ns
dpl_cell_area,533,sq um
clock-sinks,6,
track_usage,2.48,%
antenna_cells,0,
dieArea,6400,sq um
startpoint_type,input port,
grt_pass1_wl,1.33,mm
synth.most_common_cell,inv_1,
maxSlewViolCount,0,
ff_type,dfrtp_1,
r2r_slack,0.48,ns
grt_setup_unrepaired,false,
dp_hpwl,667,um
top_area_cell,dfrtp_1,
portBuffers,6,
cts_buffers,3,
coreArea,3420,sq um
num_vias,342,
log.warning_count,29,
ioPinCount,7,
synthToLayoutAreaGrowth,43.3,%
cts_max_level,1,
slew_headroom,77.3,%
ys_ff,6,
drt_iter0_markers,13,
ys_async_sr_fraction,100,%
leakagePower,0.000235,uW
yosys_cells,43,
rows,21,
rr_worst_depth,2,
synth_seq_share,38.8,%
drt_wl_total,807,um
dieWidth,80,um
wire_per_inst,7.91,um
ys_types,20,
postCtsHoldBufs,0,
topCellsByArea,"dfrtp_1 (32%), ha_1 (16%), dfstp_2 (6.7%), inv_1 (6.7%), o21ai_0 (6.4%)",
cts_setup_buffers,0,
cap_violations,0,
drc,0,
path_clk_slew,0.05,ns
max_freq,649,MHz
first_global_vias,313,
avgSynthCellArea,9.08,sq um
cp.required,1.72,ns
power.density,1070,nW/um^2
status,"finished, final reports clean",
fin_cells,102,
final_layout_size_suffix_gt1_share,16.1,%
final_cell_area,559,sq um
cts_tree,built,
setup_viol_count_final,0,
crit_path_end_kind,register,
fin_tns_setup,0,ns
yosysTopAreaCellShare,32.1,%
worstSkewPairLatency,0.25,ns
grt_antenna_before_repair,0,
gp_congestion,0.789,
[power by group]
part | total (uW) | internal (uW) | switching [uW] | leakage (uW)
Combinational | 180 | 109 | 70.9 | 0.000147
Sequential | 267 | 204 | 63.1 | 0.0000730
Clock | 150 | 94.5 | 55.2 | 0.0000150
[placed cells by master, fill, tap and decap left out, drive strengths merged, types with 2 or more instances in the layout]
cell type,netlist,layout
o21ai,6,6
buf,1,4
nor2,3,3
dfrtp,5,5
ha,5,5
clkbuf,0,4
inv,7,7
a21oi,2,2
nand2b,2,2
clkdlybuf4s50,0,6
a31oi,2,2
[final timing paths]
kind,startpoint,endpoint
worst min register to register,state[0],state[0]
max in group asynchronous,reset_n,state[0]
worst max register to register,state[2],y[1]
worst max-delay path,a[0],y[1]
min in group clk0,state[0],state[0]
worst min-delay path,reset_n,state[2]
[metrics by stage]
step	util (%)	worst slack, ns
finish	16.4	0.0598
global route	16.4	0.00987
CTS	16.4	0.0794
detailed placement	15.6	-0.195
global placement	15.6	-0.180
floorplan	-	0.420
[critical path, stage by stage]
cell             delay, ns
clkdlybuf4s50_1       0.47
inv_1                 0.07
ha_1                  0.32
inv_1                 0.05
a222oi_1              0.30
a31oi_1               0.13
[routing by layer]
metal  global-route usage (%)  vias up  wire [um]
met5                        0        -          0
met4                     1.06        0         27
met3                    0.909        2         55
met2                     2.89       24        300
met1                     3.82      141        424
li1                         -      175          -
[kinds of logic after synthesis]
kind of cell | count (synthesis) | synth area share (%)
buffers and inverters | 8 | 8.01
DFF | 6 | 38.8
adders and majority gates | 5 | 16.0
and+or+nand+nor | 9 | 11.2
AOI/OAI and AO/OA | 15 | 26.0
[final cells by class]
class / instances / area (sq um)
fillers: 407 / 2860
multi-input cells: 29 / 208
flip-flops and latches: 6 / 151
repair buffers: 10 / 90.1
well taps: 46 / 57.6
clock buffers: 4 / 26.3
inverters: 7 / 26.3
[state kept, by name, indices dropped and copies added, names as in the netlist]
signal / cells
y: 2
state: 4
Power and IR drop assume default switching activity.
