<file path="flow/run.sh">
#!/bin/bash
# OpenROAD 26Q1-2900-gdf79404cd8, Yosys 0.63+post, stock flow scripts
make -C /OpenROAD-flow-scripts/flow DESIGN_CONFIG=/design/flow/config.mk WORK_HOME=/design/flow/orfs finish
</file>
<file path="flow/config.mk">
export PLATFORM = sky130hd
export DESIGN_NAME = alu_1
export DESIGN_NICKNAME = alu_1
export VERILOG_FILES = /design/flow/design.v
export SDC_FILE = /design/flow/constraint.sdc
export NUM_CORES = 4
export LEC_CHECK = 1
export CORE_AREA = 10 10 86 86
export DIE_AREA = 0 0 96 96
</file>
<file path="flow/design.v">
module alu_1
(
    input        MAX10_CLK1_50,
	input  [1:0] KEY,
    input  [9:0] SW,
    output [9:0] LEDR
);
    wire [3:0] x_bus, y_bus;
    wire       load_x, load_y;
    wire       clock;
    wire       reset;
    assign clock = MAX10_CLK1_50;
    assign reset = KEY[1];
    register_1 #(.WIDTH(4)) x_register
    (
        .clock   (clock  ),
        .reset   (reset  ),
        .load    (load_x ),
        .data_in (SW[4:1]),
        .data_out(x_bus  )
    );
    register_1 #(.WIDTH(4)) y_register
    (
        .clock   (clock  ),
        .reset   (reset  ),
        .load    (load_y ),
        .data_in (SW[4:1]),
        .data_out(y_bus  )
    );
    assign load_x =  SW[0] & ~KEY[0] ? 1'b1 : 1'b0;
    assign load_y = ~SW[0] & ~KEY[0] ? 1'b1 : 1'b0;
    alu
    #(
        .WIDTH(4),
        .SHIFT(2)
    )
    i_alu
    (
        .x        ( x_bus     ),
        .y        ( y_bus     ),
        .shamt    ( SW[6:5]   ),
        .operation( SW[9:8]   ),
        .zero     ( LEDR[9]   ),
        .result   ( LEDR[3:0] )
);
    assign LEDR[8:4] = 0;
endmodule
module alu
#(
    parameter WIDTH = 4,
    parameter SHIFT = 2
)
(
    input      [WIDTH - 1:0] x, y,
    input      [SHIFT - 1:0] shamt,
    input      [ 1:0]        operation,
    output                   zero,
    output reg [WIDTH - 1:0] result
);
    always @ (*) begin
        case (operation)
            2'b00 : result = x & y; 
            2'b01 : result = x + y;
            2'b10 : result = y << shamt;
            2'b11 : result = (x < y) ? 1 : 0;
        endcase
    end
    assign zero      = (result == 0);
endmodule
module register_1
# (
    parameter WIDTH = 8
)
(
    input                      clock,
    input                      reset,
    input                      load,
    input 	   [ WIDTH - 1:0 ] data_in,
    output reg [ WIDTH - 1:0 ] data_out
);
	always @ ( posedge clock, negedge reset )
		if ( ~reset )
            data_out <= { WIDTH { 1'b0 } };
        else if ( load )
            data_out <= data_in;
endmodule
</file>
<file path="flow/constraint.sdc">
current_design alu_1

set clk_period 3.7
set clk_io_pct 0.2

create_clock -name clk0 -period $clk_period [get_ports {MAX10_CLK1_50}]

set non_clock_inputs [all_inputs -no_clocks]
set_input_delay [expr $clk_period * $clk_io_pct] -clock clk0 $non_clock_inputs
set_output_delay [expr $clk_period * $clk_io_pct] -clock clk0 [all_outputs]
</file>
==> results_slide.txt <==
Physical Implementation Snapshot

Synthesis
  – Post-synth top area cell: dfrtp_1
  – Mean Syn Cell Area: 9.614 µm²
  – Post-synth EDFFs: 0
  – Main flop type: dfrtp_1
  – # Cells Yosys: 76
  – Synthesized instance count: 76
  – Top cells by area: dfrtp_1, ha_1, buf_4
  – Synth flops: 8
  – Seq share, synth: 0.2740
  – Cell Type Count: 30
  – Chip area line of the yosys report: 730.7 µm²
  – Synth async-reset ratio: 1.000
  – Post-synth top cells: dfrtp_1, ha_1, buf_4
  – Synth warnings: 2
  – Top area contributor share: 0.2740
  – Mapped Area: 730.7 µm²

Final timing
  – Final WS setup: 294.8 ps
  – Final setup viols: 0
  – Final Skew: 0 ps
  – Hold Violations, Final: 0
  – Final min period: 3405 ps
  – TNS Setup: 0 ps
  – Highest Clock Rate: 293.7 MHz
  – RSZ-0062 raised after global routing: false
  – Max-slew violation count: 0
  – Cycle use final: 0.9203

Floorplanning
  – Die Span X: 96 µm
  – # rows: 27
  – IO Pins: 23
  – Core Util at FP: 0.1319
  – Die Y: 96 µm
  – Full die area: 9216 µm²
  – Core area: 5540 µm²

Run
  – Max-cap violation count: 0
  – Tool warning count: 30

Global routing
  – Total gr overflow: 0
  – First-pass GRT wire length: 2.566 mm
  – Number of global-route vias before repair: 549
  – Global Route Usage Sum: 0.03462
  – Met2 Usage GRT: 0.03924
  – Met1 GRT Util: 0.05421
  – Grt met3 use: 0.02201
  – Busiest layer in global routing: met1
  – Largest net degree at the start of global routing: 11
  – Initial antenna violation count: 0

Critical path
  – Crit path DAT: 2670 ps
  – FF-to-FF End: y_register.data_out[0]
  – Critical Path RT: 2960 ps
  – Worst setup path end: LEDR[9]
  – Worst r2r src: y_register.data_out[0]
  – Worst-case reg-to-reg path depth: 1
  – Critical path class: in2out
  – FF-to-FF setup slack: 2860 ps
  – CP endpoint kind: output pin
  – CP Launch Point: SW[5]
  – Peak fanout along the critical path: 5
  – Startpoint Class: primary input

Route
  – Ant. Diodes: 0
  – Antenna-violating nets left: 0
  – Routed Wire Length: 1.566 mm
  – Vias per inst: 3.356
  – Starting DRT DRC Count: 18
  – Routed length per instance: 9.607 µm
  – DR pass1 iterations: 4
  – Residual DRC: 0
  – Total number of vias: 547

Placement
  – GP Congestion: 0.8020
  – Pre-CTS WS: 289.5 ps
  – Cell count after placement: 160
  – Port bufs: 16
  – Final HPWL DP: 1.332 mm

Layout
  – Layout fillers: 622
  – Share of cells above drive strength 1: 0.1209
  – Finished Layout Cells: 163
  – Logic area: 462.9 µm²
  – Reg area: 200.2 µm²
  – Synthesis-to-finish area growth: 33.22%

Power
  – Peak supply drop: 0.2585 mV
  – Lkg Pwr: 0.3928 nW
  – Total power: 0.3475 mW
  – PwrDens: 357.0 nW/µm²

Clock network
  – Worst-path clk slew: 40 ps
  – CTS Buf Count: 3
  – Resized Gates After CTS: 0
  – Clock Tree Buf Depth: 2
  – CTS tree: yes
  – Clk root buf: clkbuf_8
  – Clk ins delay skew pair: 220 ps
  – CTS sink cnt: 8
  – H-tree depth: 1
  – Hold buffer count at cts: 0
  – Postcts setup bufs: 0

Worst hold path
  – Hold_sp: x_register.data_out[3]
  – Min-Delay Path Class: reg2reg

Outcome
  – Outcome: completed
==> through the flow <==
stage               hold WS, ps  utilization  instance area [µm²]
floorplan                 444.4            -                745.7
global placement          549.7       0.1682                932.1
detailed placement        560.8       0.1682                932.1
CTS                       569.4       0.1757                973.4
global route              587.4       0.1757                973.4
finish                    563.4       0.1757                973.4
==> layout by cell type, fill, tap and decap left out, drive strengths merged, types with 2 or more instances in the layout <==
cell,synthesis,routed
o21ai,6,6
clkbuf,0,3
nor2b,3,3
o22ai,2,2
dfrtp,8,8
nor4b,2,2
a211oi,3,3
nand2,6,6
mux2i,4,4
conb,1,5
nor3,2,2
clkdlybuf4s50,0,16
ha,8,8
inv,5,5
nor2,4,4
mux2,4,4
==> registers in the layout, summed over array words and instances, names as in the netlist <==
signal	count
x_register.data_out	4
y_register.data_out	4
==> how the worst min path moves through the flow <==
stage / to / slack [ps] / cells past startpoint
after CTS: x_register.data_out[3] / 570 / 1
after global routing: x_register.data_out[3] / 590 / 1
final: x_register.data_out[3] / 560 / 1
==> critical path, stage by stage <==
cell and delay [ps]:
clkdlybuf4s50_1 570, mux2i_1 250, nor4b_1 80, a211oi_2 220
o21ai_2 90, nor4_2 200, clkdlybuf4s50_1 500
==> metal layers <==
| metal | routed length, µm | part of all wire |
|---|---|---|
| met1 | 895 | 0.57 |
| met5 | 0 | 0 |
| met3 | 224 | 0.14 |
| met4 | 5 | 0.0032 |
| met2 | 441 | 0.28 |
==> final cells by class <==
cell class / count / area share
multi-input combinational: 59 / 0.4756
sequential: 8 / 0.2057
clock buffer: 3 / 0.04242
tap: 72 / 0.09254
inverter: 5 / 0.01928
timing repair buffer: 16 / 0.1645
==> where the power goes <==
part | total, mW | internal, mW | switching [mW] | leakage, nW
clock network | 0.102 | 0.0702 | 0.0313 | 0.0216
registers | 0.115 | 0.100 | 0.0145 | 0.0961
logic | 0.131 | 0.0740 | 0.0573 | 0.275
total | 0.348 | 0.244 | 0.103 | 0.393
==> cell families (layout without fill, tap and decap cells) <==
kind of cell / Yosys count / count (layout) / share of synthesized area
buffers and inverters: 13 / 24 / 0.1130
other: 1 / 5 / 0.005132
AND/OR/NAND/NOR: 21 / 21 / 0.1644
adder cells (fa/ha/maj): 9 / 9 / 0.1644
multiplexers: 8 / 8 / 0.1164
flip-flops: 8 / 8 / 0.2740
XOR/XNOR: 2 / 2 / 0.02398
AND-OR/OR-AND: 14 / 14 / 0.1387
Power figures rest on the tool's default switching activity, not on a simulated workload.
