==> flow/design.v <==
module gray_cnt
#(
  parameter WIDTH = 4
  )
 (
  input                      clk,
  input                      rst_n,
  input                      enable,
  output reg [WIDTH - 1 : 0] gray 
 );
  reg [WIDTH - 1 : 0]       bin;
  wire [WIDTH - 1 : 0]      bin_inc;
  wire [WIDTH - 1 : 0]      bin_to_gray;
  always@(posedge clk or negedge rst_n)
    if(!rst_n)begin
      bin  <= 0;
      gray <= 0;
    end
    else if(enable)begin
      bin  <= bin_inc;
      gray <= bin_to_gray;
    end
  assign bin_inc     = bin + 1'b1;
  assign bin_to_gray = bin_inc ^ (bin_inc >> 1);
endmodule  
==> flow/run.sh <==
#!/bin/bash
# OpenROAD 26Q1-2900-gdf79404cd8, Yosys 0.63+post, stock flow scripts
make -C /OpenROAD-flow-scripts/flow DESIGN_CONFIG=/design/flow/config.mk WORK_HOME=/design/flow/orfs finish
==> flow/config.mk <==
export PLATFORM = sky130hd
export DESIGN_NAME = gray_cnt
export DESIGN_NICKNAME = gray_cnt
export VERILOG_FILES = /design/flow/design.v
export SDC_FILE = /design/flow/constraint.sdc
export NUM_CORES = 4
export LEC_CHECK = 1
export CORE_AREA = 10 10 70 70
export DIE_AREA = 0 0 80 80
==> flow/constraint.sdc <==
current_design gray_cnt

set clk_period 1.5
set clk_io_pct 0.2

create_clock -name clk0 -period $clk_period [get_ports {clk}]

set non_clock_inputs [all_inputs -no_clocks]
set_input_delay [expr $clk_period * $clk_io_pct] -clock clk0 $non_clock_inputs
set_output_delay [expr $clk_period * $clk_io_pct] -clock clk0 [all_outputs]
==> metrics.cfg <==
[sta]
timing.fmax_mhz = 725
rsz0062_at_grt = no
timing.final.hold_violations = 0
worst_pin_slew_ns = 0.321
drv_slew = 0
setup_violations = 0
slew_headroom_pct = 78.5
fin_crit_sh_pct = 91.9
timing.hold.ws_ns = 0.311
fin_skew_ns = 0.00304
tns_ns = 0
period_minus_slack_ns = 1.38

[cts]
clock_path_buffers = 2
cts_made_buffers = 3
cts_max_level = 1
clk_pin_slew_ns = 0.05
cts_sinks = 7
post_cts_resized = 0
clk-insertion-delay-late_ns = 0.25
root_buffer = clkbuf_4
holdBufCountCts = 0
cts_tree = built

[setup_path]
arrival_ns = 1.08
worst-setup-path-type = reg2out
reg2reg_to = gray[1]
cp_num_buf_inv = 1
startpoint_type = register
path_cells = clkdlybuf4s50_1
reg2reg_depth = 4
critPathSlowestCell = clkdlybuf4s50_1
end_kind = primary output
crit_fanout = 2
r2r-start = bin[0]
max_stage_delay_ns = 0.48
reg2reg_slack_ns = 0.15
worstPathRequired_ns = 1.20
cpLargestDelayFamily = buffers and inverters

[grt]
grt_pass1_wl_um = 1040
antenna_found_initial = 0
grt.total_usage_pct = 2.07
grt_pass1_vias = 226
grt_max_degree = 8
overflow = 0

[synthesis]
top_cells_by_area = dfrtp_1 (51%), xnor2_1 (18%), mux2_2 (9.9%)
top_area_share_pct = 51.5
ys_cells = 25
ys_seq_elements = 7
synthCells = 25
synth_cell_type_count = 11
avgSynthCellArea_um2 = 13.6
yosysWarnings = 1
ys_seq_share_pct = 51.5
yosysChipArea_um2 = 340
top_area_cell = dfrtp_1
synthesis.area_um2 = 340

[floorplan]
die_width_um = 80
fp.dieH_um = 80
core-area_um2 = 3420
ios = 7
chip_area_um2 = 6400
initial_utilization_pct = 9.96
rows = 21

[routing]
firstDrtPassIters = 2
drtAntennaViolNets = 0
drtIter0Drc = 11
wl_per_cell_um = 7.11
antenna_cells = 0
route.detailed.drc = 0
wirelength_um = 583
via_per_inst = 2.57
vias = 211

[cells_and_area]
combGateArea_um2 = 153
syn2layout_area_growth_pct = 45.2
post-route-util_pct = 14.5
drive_above_1_share_pct = 30.6
seq_area_um2 = 175
num-fill-cells = 403
final_area_um2 = 494

[hold_path]
min_path_type = in2async

[power_and_ir_drop]
ir_drop_v = 0.00112
leakagePower_uw = 0.000187
p_per_area_nw_per_um2 = 2370

[run]
drv_cap = 0
warning_count = 25

[placed_design]
io_buffers = 6
dpl_cell_area_um2 = 460
hpwl_um = 499
gp_congestion = 0.788

[outcome]
status = finished, final reports clean

==> worst max-delay path by stage <==
stage,slack (ns),endpoint,cells past startpoint,from
CTS,0.03,gray[3],1,bin[3]
global route,0.06,gray[1],4,bin[0]
finish,0.12,gray[2],1,gray[2]
==> synth_stat cells <==
library cell  n
a21boi_2      1
buf_2         1
nand2_1       1
xor2_1        1
mux2_4        1
dfrtp_1       7
mux2_2        3
xnor2_1       7
nand4_1       1
buf_4         1
ha_1          1
==> routing by layer <==
| layer | vias up | GRT usage, % | wire, um |
|---|---|---|---|
| li1 | 104 | - | - |
| met1 | 98 | 3.04 | 312 |
| met2 | 9 | 2.17 | 185 |
| met3 | 0 | 1.70 | 85 |
| met4 | 0 | 0.352 | 0 |
| met5 | - | 0 | 0 |
==> cells by family (layout without fill, tap and decap cells) <==
| group | after synthesis | in the layout | synth area share [%] |
|---|---|---|---|
| muxes | 4 | 4 | 14.3 |
| and+or+nand+nor | 2 | 2 | 2.94 |
| xor gates and xnor gates | 8 | 8 | 20.6 |
| AOI/OAI and AO/OA | 1 | 1 | 3.31 |
| DFF | 7 | 7 | 51.5 |
| buffers and inverters | 2 | 13 | 3.68 |
| adders and majority gates | 1 | 1 | 3.68 |
==> state kept, by name, summed over array words and instances (netlist names) <==
register,cells
gray,3
bin,4
==> cells in the final DEF, fill, tap and decap left out, drive strengths merged <==
cell / instances
a21boi: 1
xnor2: 7
nand4: 1
mux2: 4
dfrtp: 7
buf: 3
xor2: 1
clkbuf: 4
clkdlybuf4s50: 6
ha: 1
nand2: 1
==> what timing repair did <==
action	4_1_cts	5_1_grt
buffers inserted	0	1
endpoints found under the hold margin	0	0
setup endpoints to repair	0	1
==> per-stage QoR <==
step | power (uW) | instances | setup WS, ns
after global routing | 1300 | 82 | 0.0565
after global placement | 999 | 77 | 0.0660
after CTS | 1180 | 81 | 0.0335
final | 1170 | 82 | 0.121
after detailed placement | 1010 | 77 | 0.0527
after floorplan | 800 | 25 | 0.0976
==> area by class of cell <==
cell class                      instances  area share, %
Clock buffer                            4           5.32
Tap cell                               46           11.6
Timing Repair Buffer                    9           16.7
Multi-Input combinational cell         16           30.9
Sequential cell                         7           35.4
==> power breakdown <==
part	internal (uW)	switching, uW
combinational	440	210
sequential	295	61.1
clock	101	65.1
Power and IR drop assume default switching activity.
